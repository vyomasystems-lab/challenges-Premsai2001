==> design/flow/design.v <==
module seq_detector_1011(seq_seen, inp_bit, reset, clk);
  output seq_seen;
  input inp_bit;
  input reset;
  input clk;
  parameter IDLE = 0,
            SEQ_1 = 1, 
            SEQ_10 = 2,
            SEQ_101 = 3,
            SEQ_1011 = 4;
  reg [2:0] current_state, next_state;
  assign seq_seen = current_state == SEQ_1011 ? 1 : 0;
  always @(posedge clk)
  begin
    if(reset)
    begin
      current_state <= IDLE;
    end
    else
    begin
      current_state <= next_state;
    end
  end
  always @(inp_bit or current_state)
  begin
    case(current_state)
      IDLE:
      begin
        if(inp_bit == 1)
          next_state = SEQ_1;
        else
          next_state = IDLE;
      end
      SEQ_1:
      begin
        if(inp_bit == 1)
          next_state = IDLE; 
        else
          next_state = SEQ_10;
      end
      SEQ_10:
      begin
        if(inp_bit == 1)
          next_state = SEQ_101;
        else
          next_state = IDLE;
      end
      SEQ_101:
      begin
        if(inp_bit == 1)
          next_state = SEQ_1011;
        else
          next_state = SEQ_10;
      end
      SEQ_1011:
      begin
			if(inp_bit)
				next_state = SEQ_1;
			else
				next_state = SEQ_10;
      end
    endcase
  end
endmodule
==> design/flow/run.sh <==
#!/bin/bash
# OpenROAD 26Q1-2900-gdf79404cd8, Yosys 0.63+post, stock flow scripts
make -C /OpenROAD-flow-scripts/flow DESIGN_CONFIG=/design/flow/config.mk WORK_HOME=/design/flow/orfs finish
==> design/flow/config.mk <==
export PLATFORM = sky130hd
export DESIGN_NAME = seq_detector_1011
export DESIGN_NICKNAME = seq_detector_1011
export VERILOG_FILES = /design/flow/design.v
export SDC_FILE = /design/flow/constraint.sdc
export NUM_CORES = 4
export LEC_CHECK = 1
export CORE_AREA = 10 10 70 70
export DIE_AREA = 0 0 80 80
==> design/flow/constraint.sdc <==
current_design seq_detector_1011

set clk_period 1.0
set clk_io_pct 0.2

create_clock -name clk0 -period $clk_period [get_ports {clk}]

set non_clock_inputs [all_inputs -no_clocks]
set_input_delay [expr $clk_period * $clk_io_pct] -clock clk0 $non_clock_inputs
set_output_delay [expr $clk_period * $clk_io_pct] -clock clk0 [all_outputs]
==> qor.yml <==
timing:
  worstMarginPinSlew_ns: 0.2392
  untimed_endpoints: 3
  period_used_share: 1.017
  grt_setup_unrepaired: "true"
  relSlewSlack: 0.8383
  setup-tns-final_ns: -0.01685
  period_minus_slack_ns: 1.017
  unclocked_pins: 3
  max_freq_ghz: 0.9834
  hold_violations: 0
  setup_viol: 1
  drv_slew: 0
  layout_setup_ws_ns: -0.01685
synthesis:
  synth.logic.top_family: "simple AND/OR/NAND/NOR gates"
  edf_count: 0
  yosys_cells: 19
  top_cell_area_share: 0.3158
  synthArstFlopShare: 0
  fa_ha_area_frac: 0
  synth_warnings: 1
  synthXorXnorAreaFrac: 0
  synth.area.top_cells: "dfxtp_1 (32%), dlxtn_1 (24%), nor2b_1 (9.9%)"
  flop_cell: "dlxtn_1"
  synth_area_per_cell_um2: 10.01
  yosys.area.top_type: "dfxtp_1"
  synth.area.mux_share: 0
  synth_area_um2: 190.2
  synth_cell_types: 12
  synth-compound-area-share: 0.03947
  synthTopCellsByCount: "dfxtp_1 (3), dlxtn_1 (3), nor2b_1 (3), nor2_1 (2)"
  synth-simple-area-share: 0.3882
  ys_chip_area_um2: 190.2
  ys_ff: 6
  syn_inst: 19
drt:
  firstDrtPassIters: 2
  vias_per_cell: 2.132
  wire_per_inst_um: 5.474
  num_antenna_cells: 0
  ant_nets: 0
  vias: 162
  routed_wl_um: 416
  drc: 0
  drt_iter0_drc: 4
worst_setup_path:
  required_ns: 0.80
  cp-end-kind: "output pin"
  crit_fanout: 2
  startpoint_type: "flip-flop"
  crit_arrival_ns: 0.82
  critPathKind: "flip-flop to output pin"
floorplan:
  die_w_um: 80
  core_area_mm2: 0.003416
  row_count: 21
  initCoreUtil: 0.05568
  io_pins: 4
  die_h_um: 80
  die_area_mm2: 0.006400
placed_design:
  dp_slack_ns: -0.2119
  hpwl_um: 330.6
  gp_congestion: 0.6258
  numPortBuffers: 3
  place_inst: 72
layout:
  drive_gt1_frac: 0.4333
  fin_cells: 76
  area_delta_synth_final_pct: 76.97
global_route:
  grt.overflow.total: 0
  antenna_found_initial: 0
  grt_max_degree: 7
  grt_pass1_vias: 164
  grt_usage: 0.01230
  grt_pass1_wl_um: 627
pwr:
  finalPower_w: 0.0003538
  ir_worst_vdd_mv: 0.1396
  p_per_area_mw_per_mm2: 1051
  leakagePower_nw: 0.1303
flow_run:
  tool_warnings: 27
  max-cap-violations: 0
clocking:
  cts-htree-levels: 1
  cts_hold_buf: 0
  cts_made_buffers: 3
  tritoncts: "done"
  clockRootBuffer: "clkbuf_4"
  clockBufferDepth: 2
  clk_pin_slew_worst_paths_ns: 0.04
worst_hold_path:
  hold_path.class: "input port to flip-flop"
outcome:
  violations: "negative setup slack"
  status: "finished, violations left"
==> metal layers <==
| layer | global-route usage | wire length [um] | vias to the layer above | share of wire |
|---|---|---|---|---|
| met5 | 0 | 0 | - | 0 |
| met4 | 0.007042 | 0 | 0 | 0 |
| met3 | 0.006818 | 48 | 0 | 0.12 |
| met2 | 0.01685 | 175 | 3 | 0.42 |
| met1 | 0.01471 | 192 | 72 | 0.46 |
| li1 | - | - | 87 | - |
==> state kept, by name (all words and copies together), names as in the netlist <==
signal         flops
current_state      3
next_state         3
==> final timing paths <==
kind                           end  cells after the start              from  slack [ns]
setup / recovery          seq_seen                      2  current_state[1]       -0.02
hold / removal    current_state[2]                      2             reset        0.56
==> area by class of cell <==
type / instances / area (um^2)
clock buffers: 4 / 26.28
fillers: 408 / 3079
inverters: 1 / 3.754
multi-input cells: 12 / 86.33
flip-flops and latches: 6 / 107.6
well taps: 46 / 57.56
repair buffers: 7 / 55.05
==> worst max-delay path: stages (launching register included) <==
cell and delay [ns]:
dfxtp_2 0.32, nor3_2 0.15, buf_2 0.11
==> cell families after synthesis <==
group,Yosys count
AOI/OAI and AO/OA,1
buffers and inverters,1
latches,3
and+or+nand+nor,11
DFF,3
==> through the flow <==
stage / hold slack [ns] / utilization / area [um^2]
6_report: 0.5614 / 0.09853 / 336.6
2_1_floorplan: 0.2716 / - / 190.2
3_3_place_gp: 0.7855 / 0.09011 / 307.8
3_5_place_dp: 0.8128 / 0.09011 / 307.8
4_1_cts: 0.5610 / 0.09853 / 336.6
5_1_grt: 0.5642 / 0.09853 / 336.6
==> cells in the final DEF (no fill, tap or decap) <==
master	count
dlxtn_1	3
buf_2	1
nor4b_1	1
clkbuf_1	1
nor3b_1	1
nor4bb_1	1
a21boi_0	1
dfxtp_1	1
buf_4	4
clkbuf_4	3
clkdlybuf4s50_1	2
inv_2	1
or3_1	1
and4_2	1
dfxtp_2	2
nor3_2	1
nor2b_1	3
nor2_1	2
==> power by group <==
group          leakage (nW)  switching [W]  total (W)  internal, W
logic                0.0665     0.00000640  0.0000178    0.0000114
registers            0.0488     0.00000100   0.000123     0.000122
clock network        0.0150      0.0000632   0.000213     0.000150
total                 0.130      0.0000706   0.000354     0.000283
==> repair_timing <==
item                       CTS  global route
pin swaps                    0             0
setup buffers                0             0
gates resized                7             0
setup endpoints to repair    1             1
Power figures rest on the tool's default switching activity, not on a simulated workload.
